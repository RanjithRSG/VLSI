==> flow/design.v <==
interface alu_if(input logic clk);
    logic [7:0] a, b;
    logic [1:0] op;
    logic [7:0] result;
endinterface
module Arithmatic (
    input [2:0] A, B,
    output reg [7:0] Y1, Y2, Y3, Y4, Y5
);
    always @* begin
        Y1 = A + B;
        Y2 = A - B;
        Y3 = A * B;
        Y4 = A / B;
        Y5 = A % B;
    end
endmodule
==> flow/run.sh <==
#!/bin/bash
# OpenROAD 26Q1-2900-gdf79404cd8, Yosys 0.63+post, stock flow scripts
make -C /OpenROAD-flow-scripts/flow DESIGN_CONFIG=/design/flow/config.mk WORK_HOME=/design/flow/orfs finish
==> flow/config.mk <==
export PLATFORM = sky130hd
export DESIGN_NAME = Arithmatic
export DESIGN_NICKNAME = Arithmatic
export VERILOG_FILES = /design/flow/design.v
export SDC_FILE = /design/flow/constraint.sdc
export NUM_CORES = 4
export LEC_CHECK = 1
export CORE_AREA = 10 10 70 70
export DIE_AREA = 0 0 80 80
==> flow/constraint.sdc <==
current_design Arithmatic

set clk_period 3.7
set clk_io_pct 0.2

create_clock -name clk0 -period $clk_period

set non_clock_inputs [all_inputs -no_clocks]
set_input_delay [expr $clk_period * $clk_io_pct] -clock clk0 $non_clock_inputs
set_output_delay [expr $clk_period * $clk_io_pct] -clock clk0 [all_outputs]
==> results.cfg <==
; yosys + openroad results
[yosys]
netlist_top_cells_area = ha_1 20%, inv_1 5.0%, nor2_1 4.8%, fa_1 4.7%, o21ai_0 4.3%
ys_types = 67
ys_chip_area_mm2 = 0.002110
syn_area_mm2 = 0.002110
synth_top_cell_by_area = ha_1
ys_cells = 280
yosys_warnings = 1
top_area_frac = 0.1957
yosysSeqAreaShare = 0
syn_inst = 280
postSynthAreaPerCell_um2 = 7.534

[outcome]
status = did not finish
stop_stage = detailed placement
error = [ERROR DPL-0036] Detailed placement failed.

[floorplanning]
fp_util = 0.6176
ios = 46
die_h_um = 80
die_w_um = 80
num_rows = 21

[placed_design]
gp_congestion = 0.9479
port_buffers = 40
-- kinds of logic after synthesis --
logic type,Yosys count,share of synthesized area
AND-OR/OR-AND,85,0.3161
XOR/XNOR,10,0.04152
adder cells (fa/ha/maj),39,0.2479
buffers and inverters,44,0.1020
multiplexers,11,0.05634
other,2,0.003560
AND/OR/NAND/NOR,89,0.2325
-- metrics by stage --
step / std cells / cell area (um2) / TNS (ns) / hold WS, ns
after floorplan: 288 / 2275 / -57.80 / 1.497
after global placement: 468 / 3438 / -76.43 / 2.601
-- cell usage after synthesis (2+ instances only) --
| master | number |
|---|---|
| o211a_1 | 2 |
| nand3_1 | 8 |
| nand4_1 | 3 |
| a21oi_1 | 11 |
| or4b_1 | 2 |
| o211ai_1 | 3 |
| nand2_1 | 14 |
| clkbuf_1 | 2 |
| a21o_1 | 11 |
| and2_1 | 5 |
| xor2_1 | 4 |
| mux2_2 | 3 |
| a211oi_1 | 4 |
| inv_1 | 28 |
| nand2b_1 | 4 |
| o311a_1 | 4 |
| nor2_2 | 2 |
| a211o_1 | 4 |
| buf_4 | 11 |
| mux2i_1 | 7 |
| nor3_1 | 8 |
| conb_1 | 2 |
| ha_1 | 33 |
| nor2_1 | 27 |
| nor2b_1 | 2 |
| a21oi_2 | 2 |
| o21ai_0 | 18 |
| fa_1 | 5 |
| xnor2_1 | 6 |
| o21a_1 | 8 |
