==> design.v <==
interface alu_if(input logic clk);
    logic [7:0] a, b;
    logic [1:0] op;
    logic [7:0] result;
endinterface
module apb_simple_ram #(parameter DATA_WIDTH = 8, ADDR_WIDTH = 4) (
    input wire PCLK,                   
    input wire PRESETn,                
    input wire PSEL,                   
    input wire PENABLE,                
    input wire PWRITE,                 
    input wire [ADDR_WIDTH-1:0] PADDR,  
    input wire [DATA_WIDTH-1:0] PWDATA,  
    output reg [DATA_WIDTH-1:0] PRDATA,  
    output reg PREADY,                 
    output wire PSLVERR                
);
    wire wr_en;                         
    wire [ADDR_WIDTH-1:0] addr;         
    wire [DATA_WIDTH-1:0] din;          
    wire [DATA_WIDTH-1:0] dout;         
    assign wr_en = PSEL && PENABLE && PWRITE;  
    assign addr = PADDR;                       
    assign din = PWDATA;                       
    always @(posedge PCLK or negedge PRESETn) begin
        if (!PRESETn) begin
            PRDATA <= 0;  
            PREADY <= 0;  
        end else begin
            if (PSEL && PENABLE) begin
                if (PWRITE) begin
                    PREADY <= 1;  
                end else begin
                    PRDATA <= dout;  
                    PREADY <= 1;     
                end
            end else begin
                PREADY <= 0;  
            end
        end
    end
    assign PSLVERR = 0;  
    simple_sram #(
        .DATA_WIDTH(DATA_WIDTH),
        .ADDR_WIDTH(ADDR_WIDTH)
    ) u_simple_sram (
        .clk(PCLK),         
        .rst(~PRESETn),     
        .wr_en(wr_en),      
        .addr(addr),        
        .din(din),          
        .dout(dout)         
    );
endmodule
module simple_sram #(parameter DATA_WIDTH = 8, ADDR_WIDTH = 4) (
    input wire clk,                    
    input wire rst,                    
    input wire wr_en,                  
    input wire [ADDR_WIDTH-1:0] addr,  
    input wire [DATA_WIDTH-1:0] din,   
    output reg [DATA_WIDTH-1:0] dout   
);
    reg [DATA_WIDTH-1:0] mem [0:(1<<ADDR_WIDTH)-1];
    always @(posedge clk or posedge rst) begin
        if (rst) begin
            dout <= 0;  
        end else if (wr_en) begin
            mem[addr] <= din;  
        end else begin
            dout <= mem[addr];  
        end
    end
endmodule
==> run.sh <==
#!/bin/bash
# OpenROAD 26Q1-2900-gdf79404cd8, Yosys 0.63+post, stock flow scripts
make -C /OpenROAD-flow-scripts/flow DESIGN_CONFIG=/design/flow/config.mk WORK_HOME=/design/flow/orfs finish
==> config.mk <==
export PLATFORM = sky130hd
export DESIGN_NAME = apb_simple_ram
export DESIGN_NICKNAME = apb_simple_ram
export VERILOG_FILES = /design/flow/design.v
export SDC_FILE = /design/flow/constraint.sdc
export NUM_CORES = 4
export LEC_CHECK = 1
export CORE_UTILIZATION = 40
==> constraint.sdc <==
current_design apb_simple_ram

set clk_period 2.4
set clk_io_pct 0.2

create_clock -name clk0 -period $clk_period [get_ports {PCLK}]

set non_clock_inputs [all_inputs -no_clocks]
set_input_delay [expr $clk_period * $clk_io_pct] -clock clk0 $non_clock_inputs
set_output_delay [expr $clk_period * $clk_io_pct] -clock clk0 [all_outputs]
==> run notes <==
run metrics: TritonRoute pass-1 iters 4, Slew HR 51.5%, I/O Buffers 25, largest stage delay on the critical path about 0.50 ns, Commonest Layout Cell edfxtp_1, Hold Violations, Final 0, # setup viols final 0, clk buf depth 2, CTS Root Cell clkbuf_16, Area leader share between 60% and 70%, ao+oa area frac a little over a tenth, initial antenna violation count 0, global-route wire length before repair about 19 mm, GRT overflow 0, cts bufs inserted 17, CP Max Fanout 23, WL final 12.0 mm, status finished, final reports clean, # diodes 0, Routed Antenna Nets 0, Starting DRT DRC Count 238, fin. max-slew vios 0, Max Clock Skew 0.00601 ns, min cycle time layout roughly 2.0 ns, Yosys Chip Area approximately 0.0057 mm2, Initial Util 41.0%, Synth cell types roughly 43, Worst-path clk slew 0.06 ns, Std-Cell Core Area 0.0138 mm2, routability cong. between 0.8 and 0.9, Peak VDD IR approximately 510 uV, Post-CTS Setup Inserts 0, share of layout cells above drive strength 1 a little under a fifth, Leak about 2.3 nW, worst setup path class input port to flop, cells in synth_stat.txt approximately 340, drc violations 0, Least-Margin Pin Slew 0.725 ns, DIE HEIGHT around 120 um, Maximum Capacitance Violations 0, Top logic family AND-OR/OR-AND gates, synthesized cell area around 0.0057 mm2, worst-path cell chain clkdlybuf4s50_1 > buf_12 > nor2b_1 > buf_4 > a22oi_1 > o22ai_1 > nor2_1 > a21oi_1, slowest stage cell, crit path clkdlybuf4s50_1, Detailed Place HPWL just under 8 mm, Die X 121 um, vias 3207, adder-cell share of the synthesized area 0%, Syn Inst Count around 340, GRT Total Usage 19.0%, ys async rst share about an eighth, Clock Sinks approximately 150, MUX share of area 5.61%, FP Rows approximately 43, Synth Seq Share approximately three quarters, CTS hold repair buffers 0, Yosys top cell by area edfxtp_1, EDFF count, synth around 130, FMAX 489 MHz, Setup Total Neg Slack 0 ns, CTS H-Tree Depth 4, yosys warns 3, Synth Area per Inst about 17 um2, Via-to-Cell Ratio 5.43, Log Warnings 25, CTS tree built, XOR/XNOR Fraction of Synth Area 0%, CP Data Required Time around 2.7 ns, Layout area overhead 20.5%, Commonest flop edfxtp_1, Seq cells post-synth between 100 and 150, RSZ-0062 raised after global routing no, vias in the first global route around 3200, Critical Path Sink Type flop, cycle use final a little under nine tenths, Simple Share, Synth under 10%, Synth area leaders edfxtp_1, dfrtp_1, a22oi_1, mux4_2, o22ai_1, Min-Delay Path Class input port to async pin, Crit path arrival time approximately 2.4 ns, critical path startpoint category input port, largest net degree at the start of global routing 25, Placed Instances 560, Cell Pwr Density roughly 810 mW/mm2, die footprint between 0.01 and 0.015 mm2, Avg WL per Cell 20.3 um, Top cells excl fill/tap edfxtp_1, a22oi_1, buf_4, nor2_1, clkdlybuf4s50_1, Final Util approximately half, cts repair resizes 0, I/O Pins 27, non-filler cells, final roughly 600, clk latency late pin around 0.41 ns
-- synthesized netlist by cell type (3+ instances only) --
cell type  instances
a21oi_1           10
a221oi_1           6
a22oi_1           29
and2_1             4
buf_2              8
buf_4              7
dfrtp_1           17
edfxtp_1         128
mux2_1             8
mux2i_1            7
mux4_2             6
nand2_1           13
nor2_1            25
nor2b_1            4
nor3_1             3
o22ai_1           21
o31ai_1            7
-- metal layers --
layer	track usage [%]	wire length (um)	share of wire, %	vias up
li1	-	-	-	1483
met1	31.7	5280	44	1560
met5	0	0	0	-
met3	8.78	1200	10	19
met4	4.48	352	2.9	0
met2	25.0	5180	43	145
-- power by group --
| part | internal, mW | switching [mW] |
|---|---|---|
| sequential | 2.81 | 0.0303 |
| clock | 1.31 | 0.973 |
| combinational | 0.194 | 0.192 |
-- worst paths after layout --
check                                                  startpoint                                end  slack, ns  depth (start not counted)
min in group clk0               u_simple_sram.dout[7]$_DFFE_PN0N_              PRDATA[7]$_DFFE_PN0P_       0.48                          1
worst max-delay path                                     PADDR[3]  u_simple_sram.dout[3]$_DFFE_PN0N_       0.36                          8
max in group asynchronous                                 PRESETn  u_simple_sram.dout[2]$_DFFE_PN0N_       1.76                          2
worst max register to register  u_simple_sram.mem[7][5]$_DFFE_PP_  u_simple_sram.dout[5]$_DFFE_PN0N_       0.85                          5
worst min register to register  u_simple_sram.dout[7]$_DFFE_PN0N_              PRDATA[7]$_DFFE_PN0P_       0.48                          1
worst min-delay path                                      PRESETn              PRDATA[3]$_DFFE_PN0P_       0.46                          2
-- critical path: cells and delay by family --
kind / cells / cell delay [ns]
AND-OR/OR-AND: 3 / 0.52
buffers and inverters: 3 / 0.90
AND/OR/NAND/NOR: 2 / 0.43
-- flip-flops by register name, indices dropped and copies added, names as in the netlist --
register,cells
u_simple_sram.mem,128
u_simple_sram.dout,8
PRDATA,8
PREADY,1
-- final cells by class --
class,instances,area (um2)
fillers,1131,7000
flip-flops and latches,145,4270
multi-input cells,177,1270
repair buffers,56,533
clock buffers,18,429
well taps,180,225
clock inverters,13,92.6
inverters,2,7.51
-- metrics by stage --
| step | worst slack, ns | hold slack, ns | area, um2 | total power, mW |
|---|---|---|---|---|
| after detailed placement | -0.0140 | 0.477 | 6310 | 3.29 |
| after floorplan | 0.552 | 0.184 | 5670 | 3.06 |
| after global routing | 0.306 | 0.480 | 6830 | 5.72 |
| final | 0.356 | 0.459 | 6830 | 5.51 |
| after global placement | -0.0123 | 0.476 | 6310 | 3.28 |
| after CTS | 0.424 | 0.465 | 6830 | 5.57 |
-- kinds of logic after synthesis --
kind of cell	after synthesis
flops	145
compound gates	85
simple gates	68
mux	23
buf+inv	20
other cells	1
No activity file was given, so power comes from the tool's default toggle rates.
