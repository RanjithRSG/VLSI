## ./run.sh

```bash
#!/bin/bash
# OpenROAD 26Q1-2900-gdf79404cd8, Yosys 0.63+post, stock flow scripts
make -C /OpenROAD-flow-scripts/flow DESIGN_CONFIG=/design/flow/config.mk WORK_HOME=/design/flow/orfs finish
```

## ./config.mk

```make
export PLATFORM = sky130hd
export DESIGN_NAME = bcd_adder
export DESIGN_NICKNAME = bcd_adder
export VERILOG_FILES = /design/flow/design.v
export SDC_FILE = /design/flow/constraint.sdc
export NUM_CORES = 4
export LEC_CHECK = 1
export CORE_AREA = 10 10 70 70
export DIE_AREA = 0 0 80 80
```

## ./constraint.sdc

```tcl
current_design bcd_adder

set clk_period 3.9
set clk_io_pct 0.2

create_clock -name clk0 -period $clk_period

set non_clock_inputs [all_inputs -no_clocks]
set_input_delay [expr $clk_period * $clk_io_pct] -clock clk0 $non_clock_inputs
set_output_delay [expr $clk_period * $clk_io_pct] -clock clk0 [all_outputs]
```

## ./design.v

```verilog
interface alu_if(input logic clk);
    logic [7:0] a, b;
    logic [1:0] op;
    logic [7:0] result;
endinterface
module bcd_adder(a,b,cin,sum,carry);
  input [3:0] a,b;
    input cin;
    output [3:0] sum;
    output carry;
  reg [4:0] sum_temp;
  reg [3:0] sum;
  reg carry;  
  always @(a,b,cin) begin
    sum_temp = a+b+cin;
    if(sum_temp > 9)    begin
            sum_temp = sum_temp+6;
      carry = 1;
      sum = sum_temp[3:0];
    end
    else    begin
      carry = 0;
            sum = sum_temp[3:0];
    end
  end     
endmodule
```

==> results.toml <==
# flow metrics
[place]
gp_congestion = 0.7630
placed_area_um2 = 446.7
port_buffers = 14
pre_cts_ws_ps = -594.0

[final_timing]
fmax_ghz = 0.2649
fin_crit_sh_pct = 96.79
tns_ps = 0
rsz0062_at_grt = "no"
setup_slack_ps = 125.3
setup_viol = 0
period_needed_ps = 3775
tightest_slew_ps = 447.8
hold_viol = 0
slew_viol_final = 0
relSlewSlack_pct = 70.15

[route]
post_drt_via_cell_ratio = 2.900
drt-pass1-iter-count = 2
n_antenna_cell = 0
drt-initial-drc-count = 17
wl_per_cell_um = 8.400
routed_wl_um = 756
ant_nets = 0
remaining_drc_errors = 0
vias = 261

[logic_synthesis]
ys_cells = 22
yosys.area_share.simple_pct = 8.284
area_leaders = "ha_1, fa_1, o31ai_4, xnor2_1, a21oi_1"
yosys.area_share.adder_pct = 42.60
ys_sh_mux_pct = 4.734
netlist_area_um2 = 211.5
xor_share_pct = 8.284
synth_cells = 22
synth_top_cell_by_count = "ha_1"
yosys_warnings = 1
synth_top_area_share_pct = 23.67
compound_area_share_pct = 32.54
synthTopLogicFamily = "adder cells"
top_cells_by_count = "ha_1, a21oi_1, fa_1, inv_1, xnor2_1"
seq_area_frac_synth_pct = 0
yosysUniqueCellTypes = 14
synth_area_per_cell_um2 = 9.612
top_area_cell = "ha_1"
ys_chip_area_um2 = 211.5

[critical_path]
worstSetupStartpointType = "input pin"
critPathArrivalTime_ps = 2990
required_ps = 3120
worstSetupPathType = "input pin to output port"
crit_path_end_kind = "output port"
worstPathMaxFanout = 3

[run_status]
outcome = "complete, no violations"

[floorplan]
fp-utilization_pct = 6.190
die_h_um = 80
ios = 14
die_area_mm2 = 0.006400
core_area_mm2 = 0.003416
die_x_um = 80
rows = 21

[global_routing]
grt_pass1_wl_um = 1214
overflow = 0
grt_max_degree = 5
grtUsageTotal_pct = 2.288
antenna_found_initial = 0
grt_pass1_vias = 285

[final_layout]
final_cell_area_um2 = 500.5
syn_to_final_growth_pct = 136.7
final_core_util_pct = 14.65
flops = 0
clock_buffers = 0
regArea_um2 = 0
drive_gt1_share_pct = 50.00
combGateArea_um2 = 255.2
fill_cells = 386

[pwr]
p_comb_share_pct = 100.0
peakVddDrop_v = 0.00005083
power_uw = 118.5
cellPowerDensity_mw_per_mm2 = 236.9
p_leak_uw = 0.0002076
p_clk_share_pct = 0
p_int_uw = 74.39
p_sw_uw = 44.16
power_switching_share_pct = 37.25
pwr-share-seq_pct = 0

[cts]
cts_hold_buf = 0

[hold_path]
hold_path_class = "input pin to output port"

[job]
warnings = 32
cap_viol_max_count = 0
[through the flow]
step,hold WS (ps),std cells
3_3_place_gp,2697,87
2_1_floorplan,1689,22
5_1_grt,2352,90
3_5_place_dp,2704,87
4_1_cts,2449,89
6_report,2330,90
[cells by family (layout without fill, tap and decap cells)]
| group | Yosys count | after routing |
|---|---|---|
| AOI/OAI and AO/OA | 8 | 8 |
| xor gates and xnor gates | 2 | 2 |
| adders and majority gates | 6 | 6 |
| buffers and inverters | 2 | 24 |
| muxes | 1 | 1 |
| and+or+nand+nor | 3 | 3 |
[timing repair]
item | CTS | global route
gates resized | 13 | 17
endpoints found under the setup margin | 4 | 4
endpoints found under the hold margin | 0 | 0
buffers inserted | 3 | 1
pin swaps | 5 | 6
gates cloned | 0 | 0
[routing by layer]
layer | track usage [%] | routed length, um | vias to the layer above
met5 | 0 | 0 | -
met4 | 0 | 0 | 0
met3 | 1.591 | 140 | 0
met2 | 3.291 | 222 | 13
met1 | 2.910 | 393 | 116
li1 | - | - | 132
[layout make-up]
class,count,share of cell area (%)
inverter,2,1.500
timing repair buffer,22,36.00
tap,46,11.50
multi-input combinational,20,51.00
[critical path, stage by stage]
cell	delay [ps]
clkbuf_2	90
fa_2	410
fa_2	450
xnor2_4	170
ha_4	160
a31o_4	220
o31ai_4	270
buf_4	150
mux2i_1	170
buf_2	120
[power groups by stage]
stage	registers, uW	logic, uW	clock network [uW]
CTS	0	102	0
finish	0	119	0
global route	0	132	0
[cells in the final DEF, fill, tap and decap left out, types with 2 or more instances in the layout]
cell	synthesis	final
buf_2	0	2
fa_2	0	2
buf_4	0	7
clkbuf_2	0	3
a21oi_1	3	3
ha_1	4	3
clkdlybuf4s50_1	0	7
[path summary, 6_finish.rpt]
| path | from | to | slack, ps | depth (start not counted) |
|---|---|---|---|---|
| max | a[0] | sum[2] | 130 | 10 |
| min | cin | sum[0] | 2330 | 3 |
No activity file was given, so power comes from the tool's default toggle rates.
